==> design.v <==
parameter int N_TAPS     = 16;
parameter int COEFF_WIDTH = 16;
parameter int COEFF_FRAC  = 14;
parameter int IN_WIDTH    = 12;
parameter int IN_FRAC     = 11;
parameter int OUT_WIDTH   = 16;
parameter int OUT_FRAC    = 14;
parameter int ACC_WIDTH   = 32;
module fir_adder_tree (
    input  logic                 clk,
    input  logic                 rst,
    input  logic signed [16*(IN_WIDTH+COEFF_WIDTH)-1:0] products_in,  
    input  logic                 in_valid,
    output logic signed [ACC_WIDTH-1:0] sum_out,
    output logic                 out_valid
);
    localparam int PROD_WIDTH = IN_WIDTH + COEFF_WIDTH;  
    logic signed [PROD_WIDTH-1:0] p [0:15];
    integer i;
    always_comb begin
        for (i = 0; i < 16; i = i + 1) begin
            p[i] = products_in[(16-i)*PROD_WIDTH-1 -: PROD_WIDTH];
        end
    end
    logic signed [PROD_WIDTH:0] s1 [0:7];  
    logic signed [PROD_WIDTH+1:0] s2 [0:3];
    logic signed [PROD_WIDTH+2:0] s3 [0:1];
    logic signed [PROD_WIDTH+3:0] s4;  
    logic signed [PROD_WIDTH:0] s1_r [0:7];
    logic signed [PROD_WIDTH+1:0] s2_r [0:3];
    logic signed [PROD_WIDTH+2:0] s3_r [0:1];
    logic signed [PROD_WIDTH+3:0] s4_r;
    always_comb begin
        for (i = 0; i < 8; i = i + 1) begin
            s1[i] = $signed(p[2*i]) + $signed(p[2*i+1]);
        end
        for (i = 0; i < 4; i = i + 1) begin
            s2[i] = s1[2*i] + s1[2*i+1];
        end
        for (i = 0; i < 2; i = i + 1) begin
            s3[i] = s2[2*i] + s2[2*i+1];
        end
        s4 = s3[0] + s3[1];
    end
    always_ff @(posedge clk) begin
        if (rst) begin
            for (i = 0; i < 8; i++) s1_r[i] <= '0;
            for (i = 0; i < 4; i++) s2_r[i] <= '0;
            for (i = 0; i < 2; i++) s3_r[i] <= '0;
            s4_r <= '0;
            sum_out <= '0;
            out_valid <= 1'b0;
        end else begin
            for (i = 0; i < 8; i++) s1_r[i] <= s1[i];
            for (i = 0; i < 4; i++) s2_r[i] <= s2[i];
            for (i = 0; i < 2; i++) s3_r[i] <= s3[i];
            s4_r <= s4;
            sum_out <= $signed({{(ACC_WIDTH-(PROD_WIDTH+4)){s4_r[PROD_WIDTH+3]}}, s4_r});
            out_valid <= in_valid;  
        end
    end
endmodule
==> run.sh <==
#!/bin/bash
# OpenROAD 26Q1-2900-gdf79404cd8, Yosys 0.63+post, stock flow scripts
make -C /OpenROAD-flow-scripts/flow DESIGN_CONFIG=/design/flow/config.mk WORK_HOME=/design/flow/orfs finish
==> config.mk <==
export PLATFORM = sky130hd
export DESIGN_NAME = fir_adder_tree
export DESIGN_NICKNAME = fir_adder_tree
export VERILOG_FILES = /design/flow/design.v
export SDC_FILE = /design/flow/constraint.sdc
export NUM_CORES = 4
export LEC_CHECK = 1
export CORE_AREA = 10 10 306 306
export DIE_AREA = 0 0 316 316
==> constraint.sdc <==
current_design fir_adder_tree

set clk_period 11.9
set clk_io_pct 0.2

create_clock -name clk0 -period $clk_period [get_ports {clk}]

set non_clock_inputs [all_inputs -no_clocks]
set_input_delay [expr $clk_period * $clk_io_pct] -clock clk0 $non_clock_inputs
set_output_delay [expr $clk_period * $clk_io_pct] -clock clk0 [all_outputs]
==> impl_metrics.toml <==
# physical design summary
[run_status]
outcome = "finished, final reports clean"

[floorplan]
coreArea_um2 = 86900
die_width_um = 316
die_area_um2 = 99900
ios = 484
floorplanUtilization_pct = 15.9
die_y_um = 316
rows = 108

[final_timing]
clock-skew-final_ns = 0.00838
hold_viol_final = 0
setup_viol = 0
report.final.slew_viol_count = 0
layout_min_cycle_time_ns = 8.52
fin_setup_tns_ns = 0
fmax_ghz = 0.117
rsz0062_at_grt = "false"
relSlewSlack_pct = 46.2
worstMarginPinSlew_ns = 0.808
fin_crit_sh_pct = 71.6

[final_layout]
num-fill-cells = 9452
instances_no_fill = 3030
final_cell_mix = "619 x inv_1, 482 x clkdlybuf4s50_1, 400 x fa_1"
area_delta_synth_final_pct = 46.8
drive_gt1_share_pct = 1.49
lay_top_count = "inv_1"

[critical_path]
crit_path_start_kind = "primary input"
path_class = "in -> reg"
crit_arrival_ns = 8.76
worst_ep_required_time_ns = 12.13
end_kind = "flip-flop"
critPathMaxFanout = 4

[place]
portBuffers = 483
hpwlAfterDp_um = 46300
dp.cells = 3013
gp_congestion = 0.918

[clock_network]
cts-htree-levels = 3
clock_latency_ns = 0.34
post-cts-setup-buffers = 0
cts.sinks = 65
postCtsHoldBufs = 0
numCtsBuffers = 9
clkTransAtPathRegs_ns = 0.06
cts_root_buf = "clkbuf_16"
cts_resized = 0
cts_tree = "built"
clockBufferDepth = 2

[routing]
via_count = 9942
via_per_inst = 3.28
wl_per_cell_um = 16.0
routed_wl_um = 48600
ant_nets = 0
remaining_drc_errors = 0
drtIter0Drc = 277
dr.pass1.iters = 4

[yosys]
ys.warnings.count = 8
ys_types = 51
synth-async-reset-ratio_pct = 0
ys_seq_share_pct = 9.42
synth-edff-count = 0
synth_area_um2 = 13800
ys_cells = 1391
yosysChipArea_um2 = 13800
syn_inst = 1391
syn_area_per_cell_um2 = 9.93
ff_type = "dfxtp_1"
ys.flops = 65

[job]
warnings = 25
maxCapViolations = 0

[grt]
antenna_found_initial = 7
grt_pass1_wl_um = 73300
grt_overflow_total = 0
grt_usage_pct = 10.2
grt_max_degree = 52
first_global_vias = 11800

[min_path]
hp-class = "reg -> reg"
-- routing by layer --
metal / global-route usage [%] / wire, um / up-vias
met5: 0 / 80 / -
met4: 0.429 / 288 / 12
met3: 4.94 / 6270 / 30
met2: 16.9 / 23200 / 419
met1: 12.7 / 18800 / 4754
li1: - / - / 4727
-- final timing paths --
path,slack [ns],from,cells past startpoint,to
worst max-delay path,3.38,products_in[254],21,s4_r[26]$_SDFF_PP0_
worst min-delay path,0.43,s4_r[9]$_SDFF_PP0_,1,sum_out[9]$_SDFF_PP0_
worst max register to register,11.22,s4_r[18]$_SDFF_PP0_,1,sum_out[18]$_SDFF_PP0_
worst min register to register,0.43,s4_r[9]$_SDFF_PP0_,1,sum_out[9]$_SDFF_PP0_
-- layout make-up --
type	instances	area [um^2]	area share, %
Inverter	619	2320	11.5
Sequential cell	65	1300	6.42
Clock inverter	2	12.5	0.0617
Multi-Input combinational cell	690	10100	49.7
Antenna cell	2	5.00	0.0247
Clock buffer	13	270	1.33
Tap cell	1155	1450	7.13
Timing Repair Buffer	484	4840	23.9
-- state kept, by name, indices dropped and copies added (netlist names) --
name / flops
out_valid: 1
s4_r: 32
sum_out: 32
-- Yosys cell counts (all sizes together) (10+ instances only) --
library cell	number	area, um^2
inv	619	2320
fa	400	8010
dfxtp	65	1300
nor2b	43	269
ha	37	463
nor2	35	131
a21oi	30	154
nand2	24	90.1
o21ai	14	70.1
xnor2	14	123
clkbuf	10	37.5
-- logic make-up after synthesis --
logic type	Yosys count	synth area share, %
multiplexers	4	0.326
XOR/XNOR	22	1.40
AND-OR/OR-AND	90	4.70
flip-flops	65	9.42
adder cells (fa/ha/maj)	437	61.4
buffers and inverters	636	17.6
AND/OR/NAND/NOR	137	5.21
-- metrics by stage --
| stage | setup slack (ns) | area (um^2) | util (%) | hold slack (ns) |
|---|---|---|---|---|
| finish | 3.38 | 20300 | 23.3 | 0.427 |
| global placement | 2.91 | 20000 | 23.0 | 0.418 |
| global route | 2.97 | 20300 | 23.3 | 0.459 |
| CTS | 3.24 | 20300 | 23.3 | 0.435 |
| floorplan | 4.41 | 13800 | - | 0.414 |
| detailed placement | 2.87 | 20000 | 23.0 | 0.420 |
-- critical path, cell delays in order --
cell and delay [ns]:
clkdlybuf4s50_1 0.43, fa_1 0.60, inv_1 0.09, fa_1 0.48, inv_1 0.05, fa_1 0.49, inv_1 0.06, fa_1 0.55
fa_1 0.42, fa_1 0.50, inv_1 0.05, ha_1 0.19, inv_1 0.08, fa_1 0.18, nor2b_1 0.07, o31ai_1 0.41
nand2_1 0.18, a21oi_1 0.67, o211ai_1 0.21, a211oi_1 0.30, mux2_2 0.36
