`flow/design.v`:
```
parameter int N_TAPS     = 16;
parameter int COEFF_WIDTH = 16;
parameter int COEFF_FRAC  = 14;
parameter int IN_WIDTH    = 12;
parameter int IN_FRAC     = 11;
parameter int OUT_WIDTH   = 16;
parameter int OUT_FRAC    = 14;
parameter int ACC_WIDTH   = 32;
module fir_mac_pipeline #(
    parameter int PIPELINE_DEPTH = 4
)(
    input  logic                         clk,
    input  logic                         rst,
    input  logic                         in_valid,
    input  logic signed [N_TAPS*IN_WIDTH-1:0] samples,  
    input  logic signed [N_TAPS*COEFF_WIDTH-1:0] coeffs,
    output logic signed [ACC_WIDTH-1:0] mac_result,
    output logic                         out_valid
);
    logic signed [IN_WIDTH-1:0]  s_arr [0:N_TAPS-1];
    logic signed [COEFF_WIDTH-1:0] c_arr [0:N_TAPS-1];
    integer i;
    always_comb begin
        for (i = 0; i < N_TAPS; i = i + 1) begin
            s_arr[i] = samples[(N_TAPS-i)*IN_WIDTH-1 -: IN_WIDTH];
            c_arr[i] = coeffs[(N_TAPS-i)*COEFF_WIDTH-1 -: COEFF_WIDTH];
        end
    end
    localparam int PROD_WIDTH = IN_WIDTH + COEFF_WIDTH;  
    logic signed [PROD_WIDTH-1:0] products [0:N_TAPS-1];
    logic signed [ACC_WIDTH-1:0]  acc_comb;
    always_comb begin
        acc_comb = '0;
        for (i = 0; i < N_TAPS; i = i + 1) begin
            products[i] = $signed(s_arr[i]) * $signed(c_arr[i]);
            acc_comb = acc_comb + $signed({{(ACC_WIDTH-PROD_WIDTH){products[i][PROD_WIDTH-1]}}, products[i]});
        end
    end
    logic signed [ACC_WIDTH-1:0] acc_pipe [0:PIPELINE_DEPTH-1];
    logic valid_pipe [0:PIPELINE_DEPTH-1];
    always_ff @(posedge clk) begin
        if (rst) begin
            for (i = 0; i < PIPELINE_DEPTH; i = i + 1) begin
                acc_pipe[i] <= '0;
                valid_pipe[i] <= 1'b0;
            end
            mac_result <= '0;
            out_valid <= 1'b0;
        end else begin
            acc_pipe[0] <= acc_comb;
            valid_pipe[0] <= in_valid;
            for (i = 1; i < PIPELINE_DEPTH; i = i + 1) begin
                acc_pipe[i] <= acc_pipe[i-1];
                valid_pipe[i] <= valid_pipe[i-1];
            end
            mac_result <= acc_pipe[PIPELINE_DEPTH-1];
            out_valid <= valid_pipe[PIPELINE_DEPTH-1];
        end
    end
endmodule
```
`flow/run.sh`:
```
#!/bin/bash
# OpenROAD 26Q1-2900-gdf79404cd8, Yosys 0.63+post, stock flow scripts
make -C /OpenROAD-flow-scripts/flow DESIGN_CONFIG=/design/flow/config.mk WORK_HOME=/design/flow/orfs finish
```
`flow/config.mk`:
```
export PLATFORM = sky130hd
export DESIGN_NAME = fir_mac_pipeline
export DESIGN_NICKNAME = fir_mac_pipeline
export VERILOG_FILES = /design/flow/design.v
export SDC_FILE = /design/flow/constraint.sdc
export NUM_CORES = 4
export LEC_CHECK = 1
export CORE_UTILIZATION = 40
```
`flow/constraint.sdc`:
```
current_design fir_mac_pipeline

set clk_period 19.3
set clk_io_pct 0.2

create_clock -name clk0 -period $clk_period [get_ports {clk}]

set non_clock_inputs [all_inputs -no_clocks]
set_input_delay [expr $clk_period * $clk_io_pct] -clock clk0 $non_clock_inputs
set_output_delay [expr $clk_period * $clk_io_pct] -clock clk0 [all_outputs]
```
==> metrics.log <==
[metrics] run summary
[metrics] Worst Tran Pin Value: 0.877 ns
[metrics] status: complete, no violations
[metrics] tool warnings: 34
[metrics] post-synth tally of flip-flops with integrated enable: 0
[metrics] count of distinct cell types in the synthesized netlist: 47
[metrics] initial detailed-routing violation count: 3162
[metrics] number of buffers added on ports: 483
[metrics] yosys synthesis chip area: 0.120 mm2
[metrics] highest fanout seen on the critical path: 16
[metrics] first-pass GRT wire length: 571 mm
[metrics] FFs w/ async S/R, synth: 0
[metrics] clock transition time at the flip-flop clock pins of the worst setup and hold paths: 0.07 ns
[metrics] most numerous cell on the critical path: sky130_fd_sc_hd__fa_1
[metrics] post_cts resized: 0
[metrics] share of final-layout standard cells stronger than drive strength 1: 0.00914
[metrics] largest stage delay on the critical path: 0.77 ns
[metrics] vias in the first global route: 88500
[metrics] non-filler cells, final: 16500
[metrics] number of nets with antenna violations after routing: 0
[metrics] RePlAce Congestion: 1.05
[metrics] Initial DRT Pass Iterations: 7
[metrics] Fmax achieved: 72.1 MHz
[metrics] remaining design rule violation count: 0
[metrics] Core Area: 0.297 mm2
[metrics] setup TNS: 0 ns
[metrics] Max-Cap Viols: 0
[metrics] CTS hold repair buffers: 0
[metrics] CTS tree: done
[metrics] maximum count of clock buffers along a single path: 2
[metrics] commonest cells after routing, fill and taps aside: 4052 x sky130_fd_sc_hd__inv_1, 3776 x sky130_fd_sc_hd__fa_1, 1821 x sky130_fd_sc_hd__nand2_1
[metrics] clk sink count: 165
[metrics] fillcell total: 29100
[metrics] fraction of the core area occupied by cells at floorplan: 0.403
[metrics] arrival time of data at the critical path endpoint: 14.19 ns
[metrics] ys flops: 165
[metrics] worst setup path category: input port to register
[metrics] via count of the routed design: 77600
[metrics] clock latency on the worst-skew pair: 0.43 ns
[metrics] number of buffers inserted during clock tree synthesis: 17
[metrics] post-layout min period: 13.87 ns
[metrics] worst hold path class: register to register
[metrics] yosys cell count: 12500
[metrics] Cell Area, Synth: 0.120 mm2
[metrics] Clock Tree Root: sky130_fd_sc_hd__clkbuf_16
[metrics] Top-Level Pins: 484
[metrics] Post-synth seq share: 0.0276
[metrics] Synth warnings: 6
[metrics] wire length per cell after detailed routing: 22.6 um
[metrics] cycle use final: 0.719
[metrics] die width: 549 um
[metrics] number of buffers added for setup after CTS: 0
[metrics] library cell contributing the largest single delay on the critical path: sky130_fd_sc_hd__clkdlybuf4s50_1
[metrics] final standard cell utilization of the core: 0.434
[metrics] most frequent standard cell in the layout excluding fill and tap cells: sky130_fd_sc_hd__inv_1
[metrics] wirelength, routed: 374 mm
[metrics] type of destination of the critical path: register
[metrics] CP Launch Point: samples[12]
[metrics] final setup violation count: 0
[metrics] origin of the worst min-delay path: acc_pipe[0][0]
[metrics] element type at the critical path start: input port
[metrics] mean number of vias per cell: 4.69
[metrics] Required @ worst endpoint: 19.63 ns
[metrics] Syn-to-layout area delta: 7.71%
[metrics] Clock H-tree levels: 4
[metrics] number of placement rows: 200
[metrics] Fin. Hold Viols: 0
[metrics] maximum number of pins on one net before global-route repair: 96
[metrics] prevailing post-synth register cell: sky130_fd_sc_hd__dfxtp_1
[metrics] r2r startpoint: acc_pipe[1][21]
[metrics] final worst hold slack: 0.429 ns
[metrics] Avg Cell Area, Syn: 9.61 um2
[metrics] initial antenna violation count: 45
[metrics] Die H: 549 um
[metrics] Overflow after GRT: 0
[metrics] floorplan die area: 0.301 mm2
[metrics] Clock Skew: 0.0109 ns
[metrics] normalized max-slew margin: 0.413
[metrics] cell count after placement: 16500
[metrics] total global-route track usage: 0.283
[metrics] Slew Viols, Final: 0
[metrics] cells after synthesis: 12500
[metrics] DP HPWL: 338 mm
[metrics] RSZ-0062 raised after global routing: false
final timing paths:
path	slack (ns)	end	cells after the start
hold reg to reg	0.43	acc_pipe[1][0]	1
setup reg to reg	18.48	acc_pipe[2][21]	1
setup / recovery	5.43	acc_pipe[0][31]	32
hold / removal	0.43	acc_pipe[1][0]	1
flip-flops by register name, indices dropped and copies added (netlist names):
register    cells
out_valid       1
mac_result     32
acc_pipe      128
valid_pipe      4
critical path, delay by kind of cell:
kind / cells / cell delay [ns]
adders and majority gates: 13 / 6.90
AOI/OAI and AO/OA: 7 / 1.47
buffers and inverters: 10 / 1.50
and+or+nand+nor: 2 / 0.43
synth_stat cells (8+ instances only):
cell	count	area (um2)
sky130_fd_sc_hd__a21oi_1	24	120
sky130_fd_sc_hd__nor2b_1	138	863
sky130_fd_sc_hd__and2_1	1007	6300
sky130_fd_sc_hd__a21o_1	16	120
sky130_fd_sc_hd__xor2_1	13	114
sky130_fd_sc_hd__clkbuf_1	461	1730
sky130_fd_sc_hd__nand2_1	1821	6840
sky130_fd_sc_hd__ha_1	557	6970
sky130_fd_sc_hd__dfxtp_1	165	3300
sky130_fd_sc_hd__inv_1	4052	15200
sky130_fd_sc_hd__nor3_1	8	40.0
sky130_fd_sc_hd__xnor2_1	58	508
sky130_fd_sc_hd__nor2_1	108	405
sky130_fd_sc_hd__o21ai_0	27	135
sky130_fd_sc_hd__nand2b_1	167	1040
sky130_fd_sc_hd__fa_1	3776	75600
through the flow:
stage | area (um2) | setup WS, ns
after global routing | 129000 | 5.09
final | 129000 | 5.43
after floorplan | 120000 | 6.63
after global placement | 128000 | 4.98
after CTS | 129000 | 5.47
after detailed placement | 128000 | 5.01
per-layer routing:
metal	wire, um	track usage	up-vias
met1	140000	0.387	40300
li1	-	-	33900
met2	171000	0.411	2959
met3	52500	0.160	381
met4	11000	0.0611	36
met5	237	0.00142	-
cell type report:
| class | count | area (um2) | share of cell area |
|---|---|---|---|
| clock buffers | 18 | 429 | 0.00333 |
| well taps | 3939 | 4930 | 0.0382 |
| multi-input cells | 7771 | 99500 | 0.771 |
| inverters | 4053 | 15200 | 0.118 |
| diodes | 21 | 52.6 | 0.000408 |
| repair buffers | 555 | 5380 | 0.0417 |
| flip-flops and latches | 165 | 3300 | 0.0256 |
| clock inverters | 14 | 186 | 0.00145 |
cells by family after synthesis:
group                      share of synthesized area
AOI/OAI and AO/OA                            0.00565
and+or+nand+nor                                0.130
buffers and inverters                          0.142
adders and majority gates                      0.690
xor gates and xnor gates                     0.00519
DFF                                           0.0276
