## flow/run.sh

```bash
#!/bin/bash
# OpenROAD 26Q1-2900-gdf79404cd8, Yosys 0.63+post, stock flow scripts
make -C /OpenROAD-flow-scripts/flow DESIGN_CONFIG=/design/flow/config.mk WORK_HOME=/design/flow/orfs finish
```

## flow/config.mk

```make
export PLATFORM = sky130hd
export DESIGN_NAME = fir_control_fsm
export DESIGN_NICKNAME = fir_control_fsm
export VERILOG_FILES = /design/flow/design.v
export SDC_FILE = /design/flow/constraint.sdc
export NUM_CORES = 4
export LEC_CHECK = 1
export CORE_AREA = 10 10 70 70
export DIE_AREA = 0 0 80 80
```

## flow/constraint.sdc

```tcl
current_design fir_control_fsm

set clk_period 1.0
set clk_io_pct 0.2

create_clock -name clk0 -period $clk_period [get_ports {clk}]

set non_clock_inputs [all_inputs -no_clocks]
set_input_delay [expr $clk_period * $clk_io_pct] -clock clk0 $non_clock_inputs
set_output_delay [expr $clk_period * $clk_io_pct] -clock clk0 [all_outputs]
```

## flow/design.v

```verilog
module fir_control_fsm (
    input  logic clk,
    input  logic rst,
    input  logic in_valid,    
    input  logic in_ready,    
    input  logic out_ready,   
    output logic sample_accept,  
    output logic output_valid    
);
    localparam int PIPELINE_DEPTH = 4;
    logic valid_pipe [0:PIPELINE_DEPTH-1];
    integer i;
    always_ff @(posedge clk) begin
        if (rst) begin
            sample_accept <= 1'b0;
            output_valid <= 1'b0;
            for (i = 0; i < PIPELINE_DEPTH; i = i + 1) valid_pipe[i] <= 1'b0;
        end else begin
            sample_accept <= in_valid & in_ready;
            valid_pipe[0] <= sample_accept;
            for (i = 1; i < PIPELINE_DEPTH; i = i + 1) valid_pipe[i] <= valid_pipe[i-1];
            output_valid <= valid_pipe[PIPELINE_DEPTH-1];
        end
    end
endmodule
```

==> results.toml <==
# generated from flow reports
[route]
drt_wl_total_um = 308
viasPerCell = 1.62
n_antenna_cell = 0
postRouteAntennaNets = 0
drt_iter0_drc = 3
vias = 107
first_pass_iters = 2
drc = 0
wl_per_cell_um = 4.67

[clock_tree]
root_buffer = "clkbuf_4"
clock_latency_ns = 0.24
cts_tree = "yes"
htreeDepth = 1
cts_hold_buf = 0
clk_pin_slew_ns = 0.04
post_cts_buffers = 0
cts_buffers = 3
cts_resized = 5
cts.sinks = 6
cts_max_path_buffers = 2

[flow_run]
tool_warnings = 26
drv_cap = 0

[critical_path]
critPathKind = "register to output port"
cp_slowest_cell = "dfxtp_2"
max_stage_delay_ns = 0.32
r2r_end = "valid_pipe[0]$_SDFF_PP0_"
critPathRequiredTime_ns = 0.80
end_kind = "output port"
r2r_cells = 1
path_delay_family = "flip-flops"
start_kind = "register"
worst_ep_arrival_time_ns = 0.73
r2r_slack_ns = 0.41
reg2reg_from = "sample_accept$_SDFF_PP0_"
cp_num_buf_inv = 1
path_max_fanout = 1
crit_chain = "clkdlybuf4s15_1"

[timing]
tns_ns = 0
max_freq_mhz = 1080
hold_viol = 0
finalClockPeriodUsage_pct = 92.7
slew_headroom_pct = 90.4
grt_setup_unrepaired = "no"
fin_skew_ns = 0.00389
worstMarginPinSlew_ns = 0.144
slew_violations = 0
holdWs_ns = 0.440
period_needed_ns = 0.927
setup_viol = 0

[synth]
synth_cell_types = 3
yosys-top-cells-count = "dfxtp_1, and2b_2, and3b_2"
fa_ha_area_share_pct = 0
synth_flops = 6
synth_seq_share_pct = 69.1
ys_cells = 12
top_logic_kind = "simple AND/OR/NAND/NOR gates"
ys_async_sr_fraction_pct = 0
topCellsByArea = "dfxtp_1, and2b_2, and3b_2"
flop_cell = "dfxtp_1"
synth_area_sq_um = 174
syn_inst = 12
yosysTopAreaCell = "dfxtp_1"
yosysMostFrequentCell = "dfxtp_1"
ys_sh_mux_pct = 0
ys_sh_xor_pct = 0
yosysTopAreaCellShare_pct = 69.1
synthSimpleGateAreaFrac_pct = 30.9
yosys.stat.chipArea_sq_um = 174
synth.avg_cell_area_sq_um = 14.5
enable_flop_cells = 0
ys_sh_aoi_pct = 0
yosys_warnings = 2

[place]
gp_congestion = 0.561
io_buffers = 5

[floorplanning]
pin_count = 7
die_w_um = 80
die-area_sq_um = 6400
core_util_floorplan_pct = 5.09
fp-row-count = 21
core_area_sq_um = 3420
die_h_um = 80

[power]
p_sw_mw = 0.0876
p_comb_share_pct = 4.4
peakVddDrop_mv = 0.875
p_int_mw = 0.397
pwr-share-seq_pct = 50.7
switching_share_pct = 18.1
p_per_area_nw_per_um2 = 1580
p_clk_share_pct = 44.9
p_leak_nw = 0.120

[cells_and_area]
drive_gt1_share_pct = 55.0
area_delta_synth_final_pct = 76.3
fillers = 404

[global_routing]
grtUsageTotal_pct = 1.14
grt_start_max_net_pins = 7
first_global_vias = 123
grt_overflow = 0
antenna_found_initial = 0
grt_pass1_wl_um = 524

[worst_hold_path]
hold_depth = 1
hold_path.startpoint = "valid_pipe[1]$_SDFF_PP0_"
min_path_type = "register to register"
min_to = "valid_pipe[2]$_SDFF_PP0_"

[run_status]
status = "finished clean"
[stage by stage]
step	power [mW]	utilization, %	setup slack (ns)	area (sq um)	std cells
2_1_floorplan	0.255	-	0.448	174	12
3_5_place_dp	0.272	8.24	-0.0927	282	63
6_report	0.485	8.97	0.0726	307	66
3_3_place_gp	0.271	8.24	-0.0571	282	63
4_1_cts	0.494	8.94	0.00921	305	66
5_1_grt	0.513	8.97	0.0321	307	66
[power groups by stage]
stage | logic, mW | clock network (mW) | registers, mW
final | 0.0212 | 0.218 | 0.246
after global routing | 0.0236 | 0.244 | 0.246
after CTS | 0.0215 | 0.227 | 0.246
[placed cells by master, fill, tap and decap left out]
master and count:
and2b_2 5, clkdlybuf4s15_1 2, clkbuf_4 3, dfxtp_1 4, clkdlybuf4s50_1 3, and3b_2 1, dfxtp_2 2
[state kept, by name, summed over array words and instances, names as in the netlist]
name,cells
output_valid,1
valid_pipe,4
sample_accept,1
[worst max-delay path by stage]
stage | to | start | depth (start not counted) | slack, ns
finish | output_valid | output_valid$_SDFF_PP0_ | 1 | 0.07
global route | sample_accept | sample_accept$_SDFF_PP0_ | 1 | 0.03
CTS | sample_accept | sample_accept$_SDFF_PP0_ | 1 | 0.009
[cell families after synthesis]
logic type       count (synthesis)
flip-flops                       6
AND/OR/NAND/NOR                  6
[layer usage]
metal	track usage [%]	vias to the layer above	part of all wire (%)
met5	0	-	0
met4	0.176	0	0
met3	1.93	0	23
met2	0.963	9	30
met1	1.27	44	47
li1	-	54	-
[layout make-up]
| class | instances | area [sq um] | share of cell area [%] |
|---|---|---|---|
| sequential | 6 | 123 | 40.0 |
| tap | 46 | 57.6 | 18.8 |
| clock buffer | 3 | 22.5 | 7.35 |
| multi-input combinational | 6 | 53.8 | 17.6 |
| timing repair buffer | 5 | 50.0 | 16.3 |
No activity file was given, so power comes from the tool's default toggle rates.
