--- /design/flow/run.sh ---
#!/bin/bash
# OpenROAD 26Q1-2900-gdf79404cd8, Yosys 0.63+post, stock flow scripts
make -C /OpenROAD-flow-scripts/flow DESIGN_CONFIG=/design/flow/config.mk WORK_HOME=/design/flow/orfs finish
--- /design/flow/config.mk ---
export PLATFORM = sky130hd
export DESIGN_NAME = conv2d_axi_interface
export DESIGN_NICKNAME = conv2d_axi_interface
export VERILOG_FILES = /design/flow/design.v
export SDC_FILE = /design/flow/constraint.sdc
export NUM_CORES = 4
export LEC_CHECK = 1
export CORE_AREA = 10 10 227 227
export DIE_AREA = 0 0 237 237
--- /design/flow/constraint.sdc ---
current_design conv2d_axi_interface

set clk_period 1.5
set clk_io_pct 0.2

create_clock -name clk0 -period $clk_period [get_ports {clk}]

set non_clock_inputs [all_inputs -no_clocks]
set_input_delay [expr $clk_period * $clk_io_pct] -clock clk0 $non_clock_inputs
set_output_delay [expr $clk_period * $clk_io_pct] -clock clk0 [all_outputs]
--- /design/flow/design.v ---
`timescale 1ns/1ps
parameter int WIDTH           = 8;
parameter int HEIGHT          = 8;
parameter int CHANNELS        = 3;
parameter int WINDOW_SIZE     = 3;
parameter int WINDOW_ELEMS    = WINDOW_SIZE*WINDOW_SIZE;  
parameter int PIXEL_WIDTH     = 8;    
parameter int PACKED_PIXEL_W   = PIXEL_WIDTH*CHANNELS;  
parameter int WINDOW_PACKED_W  = WINDOW_ELEMS*CHANNELS*PIXEL_WIDTH;  
parameter int NUM_OUT_CHANNELS = 16;
parameter int WEIGHT_ELEMS      = WINDOW_ELEMS*CHANNELS;  
parameter int WEIGHTS_PER_CH_W  = WEIGHT_ELEMS*8;  
parameter int BIAS_WIDTH        = 16;
parameter int ACC_WIDTH         = 16;
module conv2d_axi_interface #(
    parameter int DATA_WIDTH = 64,
    parameter int ADDR_WIDTH = 10
) (
    input  logic                 clk,
    input  logic                 rst_n,
    input  logic [DATA_WIDTH-1:0] in_data,
    input  logic                 in_valid,
    input  logic                 out_ready,
    input  logic [128-1:0]       out_px_vec_q,
    output logic [128-1:0]       out_data,
    output logic                 out_valid,
    output logic [PACKED_PIXEL_W-1:0] out_pixel,  
    output logic                      out_pixel_valid
);
assign out_pixel = in_data[PACKED_PIXEL_W-1:0];
assign out_pixel_valid = in_valid;
always_ff @(posedge clk or negedge rst_n) begin
    if (!rst_n) begin
        out_data <= '0;
        out_valid <= 1'b0;
    end else begin
        if (out_ready) begin
            out_data <= out_px_vec_q;
            out_valid <= 1'b1;
        end else begin
            out_valid <= 1'b0;
        end
    end
end
endmodule
==> insert_results.sql <==
-- metrics for the results database
INSERT INTO impl_metrics (metric_group, metric, value, unit) VALUES
('run_status', 'outcome', 'completed', ''),
('placement', 'post_detail_place_hpwl', '11900', 'um'),
('timing', 'fmax', '712', 'MHz'),
('drt', 'routed_wl', '15800', 'um'),
('worst_setup_path', 'crit_required', '1200', 'ps'),
('die', 'chipArea', '56200', 'um2'),
('grt', 'grt_max_degree', '41', ''),
('drt', 'drt_pass1_iterations', '3', ''),
('cts', 'clock_tree_buf_depth', '2', ''),
('drt', 'routed.top_layer', 'met4', ''),
('synthesis', 'ys_cells', '296', ''),
('synthesis', 'synth-seq-cells', '129', ''),
('synthesis', 'synth_top_flop_cell', 'dfrtp_1', ''),
('grt', 'globalRouteOverflowTotal', '0', ''),
('synthesis', 'mappedNetlistArea', '5030', 'um2'),
('worst_setup_path', 'cp_max_fo', '2', ''),
('pwr', 'total_power', '9.89', 'mW'),
('placement', 'placement.setup.worst_slack', '214', 'ps'),
('worst_setup_path', 'crit_start', 'out_data[50]', ''),
('timing', 'tns', '0', 'ps'),
('worst_setup_path', 'worstReg2RegStart', 'out_data[86]', ''),
('drt', 'post-route-drc-count', '0', ''),
('synthesis', 'yosys.area.top_type_share', '64.1', '%'),
('cts', 'number_of_sinks_handled_by_clock_tree_synthesis', '129', ''),
('cts', 'htree_num_levels', '4', ''),
('timing', 'timing.clock.skew', '0', 'ps'),
('drt', 'dr_wl_met3', '2220', 'um'),
('synthesis', 'enable_flop_cells', '0', ''),
('flow_run', 'tool_warning_count', '65', ''),
('synthesis', 'yosys_warnings', '1', ''),
('placement', 'port-buffer-count', '259', ''),
('timing', 'final.min_clock_period', '1400', 'ps'),
('cts', 'insertion_delay', '460', 'ps'),
('placement', 'placed_cell_area', '8130', 'um2'),
('worst_setup_path', 'cp_slowest_stage_delay', '370', 'ps'),
('timing', 'finalWorstSetupSlack', '95.0', 'ps'),
('die', 'row_count', '79', ''),
('timing', 'drv_slew', '0', ''),
('timing', 'finalHoldViolations', '0', ''),
('drt', 'antenna_left', '0', ''),
('synthesis', 'yosysTopAreaCell', 'dfrtp_1', ''),
('die', 'placeableCoreArea', '46600', 'um2'),
('grt', 'first_global_vias', '3724', ''),
('cells_and_area', 'utilization', '18.6', '%'),
('die', 'top_level_ports', '350', ''),
('pwr', 'p_leak', '3.61', 'nW'),
('timing', 'tightestPinTransition', '271', 'ps'),
('synthesis', 'yosys.cell_types.count', '5', ''),
('cts', 'clock_tree_from_tritoncts', 'yes', ''),
('worst_setup_path', 'cpLargestDelayFamily', 'flip-flops', ''),
('drt', 'met2WireLength', '7400', 'um'),
('worst_setup_path', 'crit_path_end_kind', 'output port', ''),
('cells_and_area', 'final_cell_area', '8660', 'um2'),
('drt', 'antenna-diode-count', '0', ''),
('cts', 'cts.reportedPaths.clkPinSlew', '60', 'ps'),
('grt', 'grt_first_pass_wirelength', '24000', 'um'),
('placement', 'gp_routability_congestion', '0.726', ''),
('cells_and_area', 'layout-area-overhead-vs-synth', '71.9', '%'),
('synthesis', 'synthMostInstantiatedCell', 'dfrtp_1', ''),
('hold_path', 'holdCritStartpoint', 'out_ready', ''),
('die', 'die_ht', '237', 'um'),
('cells_and_area', 'fillerInstances', '5060', ''),
('synthesis', 'commonest_cells_post_synth', 'dfrtp_1, mux2_2, buf_4, clkbuf_8, buf_6', ''),
('synthesis', 'seq_area_frac_synth', '64.1', '%'),
('grt', 'number_of_antenna_violations_at_the_first_check_in_global_routing', '0', ''),
('synthesis', 'synth_cells', '296', ''),
('pwr', 'p_per_area', '1140', 'nW/um2'),
('cts', 'cts.root.buffer_cell', 'clkbuf_16', ''),
('synthesis', 'post_synth_main_area_contributors', 'dfrtp_1, mux2_2, buf_4', ''),
('synthesis', 'synth_chip_area', '5030', 'um2'),
('worst_setup_path', 'critPathArrivalTime', '1100', 'ps');
layout by cell type, fill, tap and decap left out:
master / netlist / routed
dlygate4sd3_1: 0 / 1
buf_12: 0 / 4
clkinv_4: 0 / 2
buf_4: 25 / 10
clkdlybuf4s50_1: 0 / 128
bufinv_16: 0 / 4
inv_8: 0 / 1
clkdlybuf4s15_1: 0 / 3
dlygate4sd2_1: 0 / 126
buf_6: 6 / 1
dfrtp_1: 129 / 129
clkbuf_8: 8 / 1
mux2_2: 128 / 128
clkinv_2: 0 / 1
inv_6: 0 / 5
clkbuf_16: 0 / 17
stage by stage:
| step | cells | hold WS, ps |
|---|---|---|
| floorplan | 296 | 4.41 |
| global placement | 1133 | 280 |
| detailed placement | 1133 | 281 |
| CTS | 1168 | 247 |
| global route | 1168 | 280 |
| finish | 1168 | 303 |
power breakdown:
part	leakage, nW	internal (mW)	switching (mW)
combinational	1.78	0.955	0.368
sequential	1.51	3.83	0.150
clock	0.314	2.85	1.75
sequential cells by signal (all words and copies together), names as in the netlist:
name       flops
out_data     128
out_valid      1
final cells by class:
cell class                      instances  area [um2]  share of cell area [%]
Clock inverter                         13         198                    2.28
Timing Repair Buffer                  273        2590                    29.9
Tap cell                              607         759                    8.77
Multi-Input combinational cell        128        1440                    16.6
Sequential cell                       129        3230                    37.3
Clock buffer                           18         439                    5.07
cells by family after synthesis:
kind of cell / share of synthesized area (%)
buffers and inverters: 7.26
DFF: 64.1
muxes: 28.6
metal layers:
layer,up-vias,track usage [%]
li1,1522,-
met1,1636,6.13
met2,169,8.77
met3,30,3.83
met4,0,1.41
met5,-,0
timing repair:
item / CTS / global route
buffers inserted: 2 / 0
resized: 132 / 0
endpoints found under the setup margin: 129 / 0
endpoints found under the hold margin: 34 / 0
hold buffers: 2 / 0
final timing paths:
path / endpoint / slack (ps) / cells past startpoint
worst min-delay path: out_valid / 300 / 2
worst max-delay path: out_data[50] / 100 / 1
min in group asynchronous: out_data[100] / 450 / 3
max in group asynchronous: out_data[41] / 830 / 3
worst max register to register: out_data[86] / 640 / 2
worst min register to register: out_data[42] / 500 / 1
Power is estimated from default activity; no workload was simulated.
