File: /design/flow/run.sh
#!/bin/bash
# OpenROAD 26Q1-2900-gdf79404cd8, Yosys 0.63+post, stock flow scripts
make -C /OpenROAD-flow-scripts/flow DESIGN_CONFIG=/design/flow/config.mk WORK_HOME=/design/flow/orfs finish
File: /design/flow/config.mk
export PLATFORM = sky130hd
export DESIGN_NAME = conv2d_control_fsm
export DESIGN_NICKNAME = conv2d_control_fsm
export VERILOG_FILES = /design/flow/design.v
export SDC_FILE = /design/flow/constraint.sdc
export NUM_CORES = 4
export LEC_CHECK = 1
export CORE_AREA = 10 10 70 70
export DIE_AREA = 0 0 80 80
File: /design/flow/constraint.sdc
current_design conv2d_control_fsm

set clk_period 1.3
set clk_io_pct 0.2

create_clock -name clk0 -period $clk_period [get_ports {clk}]

set non_clock_inputs [all_inputs -no_clocks]
set_input_delay [expr $clk_period * $clk_io_pct] -clock clk0 $non_clock_inputs
set_output_delay [expr $clk_period * $clk_io_pct] -clock clk0 [all_outputs]
File: /design/flow/design.v
`timescale 1ns/1ps
parameter int WIDTH           = 8;
parameter int HEIGHT          = 8;
parameter int CHANNELS        = 3;
parameter int WINDOW_SIZE     = 3;
parameter int WINDOW_ELEMS    = WINDOW_SIZE*WINDOW_SIZE;  
parameter int PIXEL_WIDTH     = 8;    
parameter int PACKED_PIXEL_W   = PIXEL_WIDTH*CHANNELS;  
parameter int WINDOW_PACKED_W  = WINDOW_ELEMS*CHANNELS*PIXEL_WIDTH;  
parameter int NUM_OUT_CHANNELS = 16;
parameter int WEIGHT_ELEMS      = WINDOW_ELEMS*CHANNELS;  
parameter int WEIGHTS_PER_CH_W  = WEIGHT_ELEMS*8;  
parameter int BIAS_WIDTH        = 16;
parameter int ACC_WIDTH         = 16;
module conv2d_control_fsm (
    input  logic clk,
    input  logic rst_n,
    input  logic in_valid,
    input  logic out_ready,
    output logic lb_en,
    output logic [7:0] weight_rd_addr,
    output logic pe_start,
    output logic activation_en
);
typedef enum logic [1:0] {IDLE, LOAD_WINDOW, RUN_PES, WAIT_OUT} state_t;
state_t state, next_state;
logic [7:0] ch_idx;
logic [$clog2(WEIGHT_ELEMS+2)-1:0] pebias_wait;
always_ff @(posedge clk or negedge rst_n) begin
    if (!rst_n) begin
        state <= IDLE;
        ch_idx <= 0;
        lb_en <= 1'b0;
        weight_rd_addr <= '0;
        pe_start <= 1'b0;
        activation_en <= 1'b0;
    end else begin
        state <= next_state;
        case (state)
            IDLE: begin
                lb_en <= 1'b0;
                pe_start <= 1'b0;
                activation_en <= 1'b0;
                ch_idx <= 0;
                weight_rd_addr <= 0;
            end
            LOAD_WINDOW: begin
                lb_en <= 1'b1;
            end
            RUN_PES: begin
                lb_en <= 1'b0;
                weight_rd_addr <= ch_idx;
                pe_start <= 1'b1;
                activation_en <= 1'b0;
            end
            WAIT_OUT: begin
                pe_start <= 1'b0;
                activation_en <= 1'b1;
            end
        endcase
    end
end
always_comb begin
    next_state = state;
    case (state)
        IDLE: if (in_valid) next_state = LOAD_WINDOW;
        LOAD_WINDOW: next_state = RUN_PES;
        RUN_PES: next_state = WAIT_OUT;
        WAIT_OUT: begin
            if (out_ready) begin
                if (ch_idx == NUM_OUT_CHANNELS-1) next_state = IDLE; else next_state = RUN_PES;
            end
        end
    endcase
end
always_ff @(posedge clk or negedge rst_n) begin
    if (!rst_n) ch_idx <= 0;
    else begin
        if (state == WAIT_OUT && out_ready) begin
            if (ch_idx == NUM_OUT_CHANNELS-1) ch_idx <= 0; else ch_idx <= ch_idx + 1;
        end
    end
end
endmodule
==> out/results.txt <==
Post-Layout Inst Area -> 420 sq um
worst-path maximum fanout -> 2
core area -> 3420 sq um
Die ar. -> 6400 sq um
Cell variety after synth -> 11
final setup TNS -> 0 ns
unrepaired setup endpoints after global routing -> no
GRT Overall Usage -> 0.0196
crit path capture type -> output port
top post-synthesis cells by count -> 8 x buf_4, 6 x dfrtp_1, 3 x a21o_1, 2 x nor2_1
CTS Buffer Depth -> 2
DR iter-0 viols -> 1
endpoints failing setup -> 0
sequential share of the synthesized area -> 0.590
Post-Syn Area -> 299 sq um
WL/cell -> 6.94 microns
clk sinks -> 7
Power Density -> 994 nW/um^2
clock root cell -> clkbuf_4
Starting Density -> 0.0875
ANT nets after route -> 0
Vias -> 189
Cell area leaders -> dfrtp_1 50%, buf_4 20%, dfstp_2 8.8%
Synth flops -> 7
CTS tree -> built
CP top delay family -> flip-flops
share of layout cells above drive strength 1 -> 0.162
DRT Wirelength -> 576 microns
max cap viols -> 0
I/O Buffers -> 6
CP Cell Sequence -> dlygate4sd2_1
die span in y -> 80 microns
largest net degree at the start of global routing -> 8
Latency at later pin -> 0.24 ns
Hold Crit Class -> primary input to async pin
number of OpenROAD warnings -> 25
initial antenna violation count -> 0
htree depth -> 1
Commonest flop -> dfrtp_1
max incr delay on CP -> 0.37 ns
worst endpoint data arrival time -> 0.86 ns
clock skew -> 0.00411 ns
highest-delay cell along the critical path -> dfrtp_1
syn avg cell area -> 11.5 sq um
Period minus WS final -> 1.12 ns
P_leak -> 0.234 nW
number of global-route vias before repair -> 234
I/O pin count -> 15
# Cells Yosys -> 26
synthesis warning total -> 17
Worst-path clk slew -> 0.05 ns
ant diodes -> 0
First-pass DRT Iterations -> 2
first-pass GRT wire length -> 1010 microns
GPL Wtd Cong -> 0.643
Mapped Cells -> 26
number of enable flip-flop cells -> 0
placed insts -> 77
Die X -> 80 microns
peak supply drop -> 0.000600 V
Num CTS Buffers -> 3
# hold bufs at CTS -> 0
area leader, netlist -> dfrtp_1
std cell rows -> 21
synthesis area per yosys -> 299 sq um
post-layout util -> 0.123
Final Max Tran Viols -> 0
status -> completed
Yosys top cell by instances -> buf_4
global route overflow -> 0
final hold vios -> 0
via/cell ratio -> 2.28
Area leader share -> 0.502
FFs w/ async S/R, synth -> 1.00
Placement Cell Area -> 383 sq um
Worst Path Required -> 1.04 ns
Finished Layout Cells -> 83
critical path startpoint category -> flop
fmax -> 0.894 GHz
DRC violations left -> 0
period utilization -> 0.860
worst setup path class -> flop to output port
Buf/Inv on CP -> 1
hold slack -> 0.268 ns
area delta synth->final -> 40.6%
## registers in the layout, summed over array words and instances (netlist names)
| register | flops |
|---|---|
| pe_start | 1 |
| state | 4 |
| activation_en | 1 |
| lb_en | 1 |
## metal layers
layer  share of wire  global-route usage  vias up  routed length, microns
li1                -                   -       89                       -
met4               0             0.00528        0                       0
met3            0.13              0.0170        0                      75
met5               0                   0        -                       0
met1            0.41              0.0216       91                     236
met2            0.46              0.0273        9                     264
## report_power, final
| part | internal, mW | switching [mW] | total, mW |
|---|---|---|---|
| logic | 0.00815 | 0.00722 | 0.0154 |
| clock network | 0.116 | 0.0674 | 0.184 |
| registers | 0.219 | 0 | 0.219 |
| total | 0.343 | 0.0747 | 0.418 |
## layout by cell type (no fill, tap or decap)
cell type / Yosys / routed
clkbuf_1: 0 / 1
clkdlybuf4s50_1: 0 / 3
clkbuf_4: 0 / 3
dlygate4sd2_1: 0 / 3
conb_1: 1 / 8
nor3_1: 1 / 1
nor2_1: 2 / 2
and2_1: 1 / 1
a21o_1: 3 / 3
o21a_1: 1 / 1
nor2b_1: 1 / 1
dfstp_2: 1 / 1
dfrtp_1: 6 / 6
inv_1: 1 / 1
buf_4: 8 / 2
## cells by family after synthesis
logic type,Yosys count,synth area share
other,1,0.0125
DFF,7,0.590
buffers and inverters,9,0.213
and+or+nand+nor,5,0.0837
AOI/OAI and AO/OA,4,0.100
## timing repair
item / CTS / global route
setup buffers: 2 / 0
endpoints found under the hold margin: 0 / 0
setup endpoints to repair: 3 / 0
resized: 3 / 0
## stage by stage
stage | total power, mW | setup slack [ns]
2_1_floorplan | 0.240 | 0.461
3_3_place_gp | 0.239 | 0.224
3_5_place_dp | 0.238 | 0.204
4_1_cts | 0.427 | 0.169
5_1_grt | 0.449 | 0.131
6_report | 0.418 | 0.182
## cell type report
type	count	area [sq um]
clock buffer	4	26.3
fill	408	3000
inverter	1	3.75
multi-input combinational	17	85.1
sequential	7	176
tap	46	57.6
timing repair buffer	8	71.3
## path summary, 6_finish.rpt
path,cells after the start,endpoint,start,slack [ns]
max,1,pe_start,pe_start$_DFFE_PN0P_,0.18
min,1,state[1]$_DFF_PN0_,rst_n,0.27
max reg2reg,2,activation_en$_DFFE_PN0P_,state[0]$_DFF_PN1_,0.41
min reg2reg,1,state[1]$_DFF_PN0_,state[2]$_DFF_PN0_,0.45
max in group asynchronous,1,state[0]$_DFF_PN1_,rst_n,0.75
min in group clk0,1,state[1]$_DFF_PN0_,state[2]$_DFF_PN0_,0.45
Power is estimated from default activity; no workload was simulated.
